**config.mk**
```make
export PLATFORM = sky130hd
export DESIGN_NAME = time_multiplexing_main
export DESIGN_NICKNAME = time_multiplexing_main
export VERILOG_FILES = /design/flow/design.v
export SDC_FILE = /design/flow/constraint.sdc
export NUM_CORES = 4
export LEC_CHECK = 1
export CORE_UTILIZATION = 50
```
**constraint.sdc**
```tcl
current_design time_multiplexing_main

set clk_period 3.2
set clk_io_pct 0.2

create_clock -name clk0 -period $clk_period [get_ports {clk}]

set non_clock_inputs [all_inputs -no_clocks]
set_input_delay [expr $clk_period * $clk_io_pct] -clock clk0 $non_clock_inputs
set_output_delay [expr $clk_period * $clk_io_pct] -clock clk0 [all_outputs]
```
**design.v**
```verilog
`timescale 1ns / 1ps
module HLSM(
    input clk,
    input reset,
    input start,
    output [2:0] state
    );
    reg [2:0] current_state;
    reg[2:0] next_state;
    assign state = current_state;
    localparam STATE0 = 3'b000,
               STATE1 = 3'b001,
               STATE2 = 3'b010,
               STATE3 = 3'b011,
               STATE4 = 3'b100,
               STATE5 = 3'b101;
    initial current_state = STATE0;
    always @(*) begin
        case (current_state)
            STATE0: begin
                if(start) next_state = STATE3;
                else next_state = STATE0;
                end
            STATE1: begin
                if (reset) next_state = STATE4;
                else if (start) next_state = STATE5;
                else next_state = STATE1;
                end
            STATE2 : begin
                if (reset) next_state = STATE4;
                else if (start) next_state = STATE3;
                else next_state = STATE2;
                end
            STATE3 : begin
                if (!start) next_state = STATE1;
                else next_state = STATE3;
                end
            STATE4: begin
                if (!reset) next_state = STATE0;
                else next_state = STATE4;
                end
            STATE5: begin
                if (!start) next_state = STATE2;
                else next_state = STATE5;
                end
            default : begin
                if(reset && !start) next_state = STATE4;
                else if (start && !reset) next_state = STATE3;
                else if (start && reset) next_state = STATE3;
                else if (!start && !reset) next_state = STATE0;
                else next_state = STATE0;
                end
       endcase
    end
    always @(posedge clk) begin
        current_state <= next_state;
    end
endmodule
`timescale 1ns / 1ps
module clk_div_disp(
    input clk,
    output slow_clk
    );
    reg[15:0] COUNT;
    assign slow_clk=COUNT[15];
    always @(posedge clk)
    begin
        COUNT = COUNT +1;
    end
endmodule
`timescale 1ns / 1ps
module clk_div_timer(
    input clk,
    output slow_clk
    );
    reg[19:0] COUNT;
    assign slow_clk= COUNT[19]&COUNT[18]&COUNT[17]&COUNT[16];
    always @(posedge clk)
    begin
    if (slow_clk)
        COUNT = 0;
    else
        COUNT = COUNT +1;
    end
endmodule
`timescale 1ns / 1ps
module hexto7segment(
    input[3:0] x,
    output reg [6:0] r
    );
    always@(*)
        case (x)
            4'b0000 : r = 7'b0000001;
            4'b0001 : r = 7'b1001111;
            4'b0010 : r = 7'b0010010;
            4'b0011 : r = 7'b0000110;
            4'b0100 : r = 7'b1001100;
            4'b0101 : r = 7'b0100100;
            4'b0110 : r = 7'b0100000;
            4'b0111 : r = 7'b0001111;
            4'b1000 : r = 7'b0000000;
            4'b1001 : r = 7'b0000100;
            default : r = 7'b1111111;
        endcase
endmodule
`timescale 1ns / 1ps
module time_count(
    input clk,
    input [2:0] state,
    input [1:0] m,
    input [3:0] load1,
    input [3:0] load2,
    output [3:0] time0,
    output [3:0] time1,
    output [3:0] time2,
    output [3:0] time3
    );
    reg [14:0] count;
    reg [1:0] current_mode;
    wire [14:0] initial_load;
    initial count = 0;
    assign time0 = count % 10;
    assign time1 = (count/10) % 10;
    assign time2 = (count/100) % 10;
    assign time3 = (count/1000) % 10;
    assign initial_load = ((load2%10)*1000) + ((load1%10)*100);
    always@ (*) begin
        case(m)
            2'b00: current_mode = 2'b00;
            2'b01: current_mode = 2'b01;
            2'b10: current_mode = 2'b10;
            2'b11: current_mode = 2'b11;
            default : current_mode = 2'b00;
        endcase
    end
    always@ (posedge clk) begin
        case (current_mode)
            2'b00: case(state)
                    3'b000 : count <= 0;
                    3'b001 : begin
                        if (count >= 9999) count <= 9999;
                        else count <= count +1;
                        end
                    default : count <= count;
                  endcase
            2'b01: case(state)
                     3'b000 : count <= initial_load;
                     3'b001 : begin
                        if (count >= 9999) count <= 9999;
                        else count <= count +1;
                        end
                     default : count <= count;
                   endcase
            2'b10: case(state)
                    3'b000 : count <= 9999;
                    3'b001 : begin
                        if (count == 0) count <= 0;
                        else count <= count -1;
                        end
                    default : count <= count;
                  endcase
             2'b11: case (state)
                      3'b000: count <= initial_load;
                      3'b001 : begin
                        if (count == 0) count <= 0;
                        else count <= count -1;
                        end
                      default : count <= count;
                    endcase
            default : count <= count;
        endcase
    end
endmodule
`timescale 1ns / 1ps
module time_multiplexing_main(
    input clk,
    input reset,
    input start,
    input [1:0] m,
    input [3:0] load1,
    input [3:0] load2,
    output [3:0] an,
    output [6:0] sseg,
    output dp
    );
    wire [6:0] in0, in1, in2, in3;
    wire [3:0] time0, time1, time2, time3;
    wire slow_clk_t, slow_clk_d;
    wire [2:0] state;
    hexto7segment c1(.x(time0), .r(in0));
    hexto7segment c2(.x(time1), .r(in1));
    hexto7segment c3(.x(time2), .r(in2));
    hexto7segment c4(.x(time3), .r(in3));
    clk_div_disp c5 (.clk(clk), .slow_clk(slow_clk_d));
    clk_div_timer c6 (.clk(clk), .slow_clk(slow_clk_t));
    HLSM c8 (.clk(clk), .reset(reset), .start(start), .state(state)); 
    time_count timer(.clk(slow_clk_t), .state(state), .m(m), .load1(load1), .load2(load2), .time0(time0), .time1(time1), .time2(time2), .time3(time3));
    time_mux_state_machine c7 (
        .clk (slow_clk_d), 
        .in0 (in0),
        .in1 (in1),
        .in2 (in2),
        .in3 (in3),
        .an (an),
        .sseg (sseg),
        .dp(dp));
endmodule
`timescale 1ns / 1ps
module time_mux_state_machine(
    input clk,
    input [6:0] in0,
    input [6:0] in1,
    input [6:0] in2,
    input [6:0] in3,
    output reg [3:0] an,
    output reg [6:0] sseg,
    output reg dp
    );
    reg [1:0] cs;
    reg [1:0] ns;
    initial cs = 2'b00;
    always @(*) begin
        case(cs)
            2'b00 : ns = 2'b01;
            2'b01 : ns = 2'b10;
            2'b10 : ns = 2'b11;
            2'b11 : ns = 2'b00;
            default : ns = 2'b00;
         endcase
      end
      always @(*) begin
        case (cs)         
            2'b00 : sseg = in0;
            2'b01 : sseg = in1;
            2'b10 : sseg = in2;
            2'b11 : sseg = in3;
            default : sseg = in0;
         endcase
        case (cs)
            2'b00 : begin
                an = 4'b1110;
                dp = 1'b1;
                end
            2'b01 : begin
                an = 4'b1101;
                dp = 1'b1;
                end
            2'b10 : begin
                an = 4'b1011;
                dp = 1'b0;
                end
            2'b11 : begin
                an = 4'b0111;
                dp = 1'b1;
                end
            default : begin
                an = 4'b1110;
                dp = 1'b1;
                end
        endcase
      end
      always @(posedge clk) begin
            cs <= ns;
       end
endmodule
```
**run.sh**
```bash
#!/bin/bash
# OpenROAD 26Q1-2900-gdf79404cd8, Yosys 0.63+post, stock flow scripts
make -C /OpenROAD-flow-scripts/flow DESIGN_CONFIG=/design/flow/config.mk WORK_HOME=/design/flow/orfs finish
```
==> notes.md <==
Results of the run.

Looking at the max-slew report, the worst-margin pin has a slew of approximately 970 ps. The timer found 17 register pins that no clock reaches; their paths are not timed. Per the post-CTS timing run, clock transition at the registers of the reported paths is 60 ps. Once detail routing completed, the nets flagged for antenna violations numbered 0. The area of the placeable core is 0.0298 mm². The end point of the worst hold path is c5.COUNT[0]$_DFF_P_. The gate count after technology mapping is 2168. According to the I/O placement log, the pin count is 25. The class of the most critical setup path is reg -> reg.

The global placer's final weighted congestion is about 1. Counting stages on the worst path, the most repeated cell is sky130_fd_sc_hd__and3_1. In the synthesized netlist the async set-or-reset flop fraction comes to 0%. OpenROAD emitted warnings numbering between 60 and 70. The floorplan die area is 0.0312 mm². The launch point of the worst min-delay path is recorded as c5.COUNT[0]$_DFF_P_.

The power density normalized to cell area is 240 mW/mm². The via count of the first global-routing pass is 14622. The endpoint arrival time on the critical path is between 2000 and 2500 ps.

The maximum single-stage delay on the critical path is about 380 ps. The routed layout has about 16000 vias. The synthesized design contains 15 enable-type register cells. The maximum operating frequency is 493 MHz. The H-tree generated during clock tree synthesis spans 2 levels.

The global-route usage over all layers is between 20% and 30%. Setup repair after global routing left no endpoint under its margin. The number of maximum-capacitance violations recorded for the run is 0. In this run the vertical extent of the chip is 177 µm. The final timing report lists a hold violation count of 0. The minimum clock period is 2030 ps.

The cell accounting for the most synthesized area is sky130_fd_sc_hd__ha_1. The path class of the lowest-slack min-delay path is reg -> reg. The most numerous cell in the Yosys netlist is sky130_fd_sc_hd__nor2_1.

The required time at the worst endpoint is listed as 3360 ps. The hold slack is 439 ps. The most used flip-flop cell after synthesis is sky130_fd_sc_hd__dfxtp_1. The floorplan step records an initial core utilization of 51.1%. The depth of the worst register-to-register path is 9. Buffers inserted to repair hold after CTS numbered 0. Ranked by total cell area, the synthesized netlist is headed by sky130_fd_sc_hd__ha_1 (9.4%), sky130_fd_sc_hd__xnor2_1 (5.5%), sky130_fd_sc_hd__dfxtp_1 (5.4%), sky130_fd_sc_hd__nor2_1 (5.3%), sky130_fd_sc_hd__a21oi_1 (4.6%). The number of stages on the worst hold path is 1.

The count of buffer and inverter cells on the critical path is 0. The gate-level netlist out of Yosys references 119 unique cell types. The area fraction of the largest cell type after synthesis is under 10%. The startpoint type of the worst setup path is a flop. The register-to-register setup slack is 1170 ps. Input and output buffers added on the ports amount to 24. Per the run report, area growth between synthesis and finish was 4.16%. In the final timing run, aggregate negative setup slack is 0 ps. Post-CTS timing repair inserted 0 buffers for setup. The reg-to-reg critical path startpoint is c6.COUNT[4]$_SDFF_PP0_. The signal on the critical path passes through and3_1, and3_1, nand3_1, nor2_1, and4_1, and3_1, o211ai_1, nand2_1, o21ai_0. The violation count after the first detailed-routing iteration is 1152. The wire length per cell is approximately 17 µm. The clock tree skew after final layout is 4.77 ps. Max fanout on the critical path was recorded as 4.

The wire length recorded after detailed routing is 42300 µm. The iteration count recorded for the first detailed-route pass is 5. Looking at the VDD voltage map, the peak drop is roughly 0.62 mV.

The clock latency at the later pin of the worst-skew pair is 280 ps. TritonCTS created 5 clock buffers. Per the slew report, the remaining headroom to the max-slew limit stands at 34.6%. The cell chosen for the clock root is sky130_fd_sc_hd__clkbuf_16.

The die extent in x is ~180 µm. Yosys printed 6 warnings. The wire length of the first global-routing pass is ~72000 µm.

In the placement report, post-DP HPWL is listed as 33100 µm. The share of cells above drive strength 1 is about 6%. The residual overflow from global routing is 0.

The number of core rows is between 60 and 70. The initial antenna violation count was 0. 44 endpoints have no timing constraint. The total cells reported by yosys after synthesis is about 2200. The post-synthesis average cell area is 7.02 µm².

Per STA, the worst path accumulates the most delay in the family simple AND/OR/NAND/NOR gates. The final critical-path share of the clock period is 63.4%. The largest net degree at the start of global routing is between 40 and 50. The post-synthesis chip area from yosys is around 0.015 mm². The flop and latch count out of synthesis is 56. The detailed-route vias per instance is 6.22. The end-of-flow timing check tallies setup violations at 0. The final tally of max-slew violations is 0. The routed layout reports a DRC error count of 0. The final antenna diode count is 0. For this run, the register share of the synthesized area comes to 8.35%.

Per the CTS log, the buffer count on the longest clock path is 2. The flow ran to the end, and the final reports show no timing, DRC or antenna violations. The endpoint identified for the worst register-to-register timing path is c6.COUNT[18]$_SDFF_PP0_. The nature of the critical path endpoint is a flop.

The slowest stage cell on the critical path is sky130_fd_sc_hd__dfxtp_1. The clock tree from TritonCTS is built. The leakage power in the latest report is 6.36 nW. The commonest cells after synthesis are sky130_fd_sc_hd__nor2_1 (216), sky130_fd_sc_hd__nand2_1 (178), sky130_fd_sc_hd__a21oi_1 (141), sky130_fd_sc_hd__inv_1 (139), sky130_fd_sc_hd__o21ai_0 (127). The post-synthesis instance area is 0.0152 mm². The number of gates given a new drive strength after cts is 0.
## sequential cells by signal, indices dropped and copies added (netlist names)
register / count
c5.COUNT: 16
c6.COUNT: 20
c8.current_state: 3
c7.cs: 2
timer.count: 15
## layout by cell type, fill, tap and decap left out, types with 29 or more instances in the layout
master	n
sky130_fd_sc_hd__nand2b_1	31
sky130_fd_sc_hd__mux2i_1	39
sky130_fd_sc_hd__a21o_1	33
sky130_fd_sc_hd__nand2_1	178
sky130_fd_sc_hd__o211ai_1	32
sky130_fd_sc_hd__ha_1	115
sky130_fd_sc_hd__nor2_1	215
sky130_fd_sc_hd__a211oi_1	29
sky130_fd_sc_hd__dfxtp_1	41
sky130_fd_sc_hd__a31oi_1	33
sky130_fd_sc_hd__o21ai_0	127
sky130_fd_sc_hd__a21oi_1	141
sky130_fd_sc_hd__xnor2_1	96
sky130_fd_sc_hd__inv_1	139
sky130_fd_sc_hd__fa_1	31
sky130_fd_sc_hd__nor3_1	63
sky130_fd_sc_hd__nand3_1	96
sky130_fd_sc_hd__xor2_1	30
## routing by layer
layer | track usage [%] | vias up | wire, µm
met4 | 5.46 | 0 | 743
met1 | 39.9 | 7266 | 19700
met2 | 48.3 | 392 | 20200
met5 | 0 | - | 0
met3 | 1.56 | 54 | 1710
li1 | - | 7958 | -
## layout make-up
cell class	instances	area, µm²
fillers	2904	13900
inverters	147	553
well taps	390	488
multi-input cells	1869	13000
clock buffers	6	129
clock inverters	2	12.5
flip-flops and latches	56	1270
repair buffers	50	435
## worst max-delay path by stage
stage	start	end	cells after the start
CTS	c6.COUNT[4]$_SDFF_PP0_	c6.COUNT[18]$_SDFF_PP0_	9
global route	c6.COUNT[4]$_SDFF_PP0_	c6.COUNT[18]$_SDFF_PP0_	9
finish	c6.COUNT[4]$_SDFF_PP0_	c6.COUNT[18]$_SDFF_PP0_	9
## cells by family after synthesis
family	synth area share [%]
flip-flops	8.35
adder cells (fa/ha/maj)	14.4
AND/OR/NAND/NOR	26.4
AND-OR/OR-AND	32.7
other	0.0493
multiplexers	3.85
XOR/XNOR	7.35
buffers and inverters	6.88
## metrics by stage
step / worst slack, ps / cells / power [W] / area [µm²] / util (%)
floorplan: 1410 / 2184 / 0.00288 / 15300 / -
global placement: 1260 / 2512 / 0.00335 / 15700 / 52.8
detailed placement: 1200 / 2512 / 0.00337 / 15700 / 52.8
CTS: 1180 / 2520 / 0.00386 / 15900 / 53.2
global route: 961 / 2520 / 0.00427 / 15900 / 53.2
finish: 1170 / 2520 / 0.00381 / 15900 / 53.2
## report_power, final
| part | switching (W) | total [W] | internal (W) |
|---|---|---|---|
| Sequential | 0.0000401 | 0.000645 | 0.000605 |
| Combinational | 0.00143 | 0.00270 | 0.00127 |
| Clock | 0.000181 | 0.000468 | 0.000287 |
Power is estimated from default activity; no workload was simulated.
